==> flow/design.v <==
module PE (
    input clk,
    input rst,
    input signed [7:0] ifmap,
    input signed [7:0] weight,
    input signed [31:0] bias,
    input en,
    output reg signed [31:0] opsum,
    output reg valid
);
    wire signed [31:0] ifmap_adjusted = {{24{ifmap[7]}},ifmap};  
    wire signed [31:0] weight_adjusted = {{24{weight[7]}},weight};  
    always @(posedge clk) begin
        if(rst) begin
            opsum <= 32'd0;
            valid <= 1'd0;  
        end 
        else begin
            opsum <= (en)? (ifmap_adjusted * weight_adjusted + bias) : 32'd0;
            valid <= en;
        end 
    end
endmodule
==> flow/run.sh <==
#!/bin/bash
# OpenROAD 26Q1-2900-gdf79404cd8, Yosys 0.63+post, stock flow scripts
make -C /OpenROAD-flow-scripts/flow DESIGN_CONFIG=/design/flow/config.mk WORK_HOME=/design/flow/orfs finish
==> flow/config.mk <==
export PLATFORM = sky130hd
export DESIGN_NAME = PE
export DESIGN_NICKNAME = PE
export VERILOG_FILES = /design/flow/design.v
export SDC_FILE = /design/flow/constraint.sdc
export NUM_CORES = 4
export LEC_CHECK = 1
export CORE_UTILIZATION = 40
==> flow/constraint.sdc <==
current_design PE

set clk_period 11.9
set clk_io_pct 0.2

create_clock -name clk0 -period $clk_period [get_ports {clk}]

set non_clock_inputs [all_inputs -no_clocks]
set_input_delay [expr $clk_period * $clk_io_pct] -clock clk0 $non_clock_inputs
set_output_delay [expr $clk_period * $clk_io_pct] -clock clk0 [all_outputs]
==> deck_impl_summary.md <==
Implementation Results

Critical path
  – Worst path required time: ~12,000 ps
  – Crit path launch type: input port
  – Worst Setup SP: weight[7]
  – Critical path fanouts, max: 18
  – Worst setup EP type: register
  – Crit path kind: input port to register
  – Bufs and invs on worst path: 5
  – Crit path top cell by count: fa_1
  – Crit path max-delay cell type: clkdlybuf4s50_1
  – CP Data Arrival Time: 9190 ps
  – Critical Path Stages: 27
  – Kind of cell adding the most delay to the critical path: adder cells
  – Setup crit end: opsum[26]$_SDFF_PP0_
  – CP max stage delay: 650 ps

Logic synthesis
  – Ys flop type: dfxtp_1
  – Flops & latches, synth: 33
  – Synth async-reset ratio: 0
  – Cell Area, Synth: a little under 5000 um^2
  – Chip area in the Yosys report: 4930 um^2
  – Synth Seq Share: 0.134
  – Cell Type Count: 52
  – Ys cells: 576
  – Post-synth EDFFs: 0
  – Synth Area per Inst: between 8 and 9 um^2
  – Mapped Cells: 576
  – YS warnings: 1

CTS
  – Resized cells post-CTS: 0
  – TritonCTS clock tree: done
  – CTS HTree Levels: 2
  – Clock Pin Slew Worst Setup and Hold Paths: approximately 60 ps
  – Clock tree buffer depth: 2
  – Hold_buf cts: 0
  – Setup bufs post-CTS: 0
  – CTS Buf Count: 5
  – CTS root buf: clkbuf_16
  – Sink Count: 33

Cells and area
  – Layout Cells excl Fill: approximately 810
  – Top cell excl fill/tap: inv_1
  – Area Overhead vs Synth: 23.6%
  – Top cells excl fill/tap: inv_1, clkdlybuf4s50_1, ha_1
  – Share of cells above drive strength 1: 0.0316

Die
  – Cell Rows: 40
  – IO Pins: 84
  – Die Size: 12,800 um^2
  – Core ar.: 12,000 um^2
  – Die Y: 113 um
  – Pre-Place Util: 0.410
  – Die X: ~110 um

Drt
  – DRT iter0 DRCs: ~210
  – Residual DRC: 0
  – N_diodes: 0
  – Pre-antenna DRT Iters: 4
  – Routed Antenna Nets: 0
  – Routed len/inst: 12.7 um
  – Drt via density: 4.96
  – Via count: about 4,000
  – Final WL: 10,300 um

Global routing
  – Global route overflow: 0
  – GRT Overall Usage: 0.173
  – Largest net degree at the start of global routing: 31
  – Number of global-route vias before repair: around 3,800
  – Initial antenna violation count: 0
  – First-pass GRT wire length: roughly 17,000 um

Timing
  – Final hold vios: 0
  – Fin crit period: between 8000 and 9000 ps
  – Slew HR: 0.674
  – RSZ-0062 raised after global routing: no
  – Slew Viols, Final: 0
  – Worst-Margin Slew: 483 ps
  – Total negative slack: 0 ps
  – Final setup fails: 0
  – F_max: 111 MHz
  – PnR worst setup slack: 2920 ps
  – Tcrit/Tclk final: 0.754

Placement
  – IO Port Bufs: 83
  – HPWL after detailed placement: 9030 um
  – Pre-CTS setup slack: 2650 ps
  – Placed insts: 803
  – Gp weighted congestion: about 0.85

Run status
  – Status: finished clean

Job
  – Max cap viols: 0
  – Tool Warnings: 27

Min path
  – Hold/Removal Path Class: input port to register
Yosys cell counts, types with 4 or more instances:
library cell / count / area, um^2
inv_1: 102 / 383
ha_1: 62 / 776
fa_1: 56 / 1120
and2_1: 49 / 307
nor2_1: 38 / 143
a21oi_1: 37 / 185
dfxtp_1: 33 / 661
nand2_1: 33 / 124
xnor2_1: 25 / 219
a21o_1: 15 / 113
nor3_1: 14 / 70.1
xor2_1: 12 / 105
nor2b_1: 9 / 56.3
nand2b_1: 6 / 37.5
o21bai_1: 6 / 45.0
a211oi_1: 5 / 37.5
a31oi_1: 5 / 31.3
nand3_1: 5 / 25.0
o21ai_0: 5 / 25.0
o211ai_1: 4 / 30.0
o21a_1: 4 / 30.0
o21ai_1: 4 / 20.0
state kept, by name, indices dropped and copies added, names as in the netlist:
register / flops
opsum: 32
valid: 1
through the flow:
stage / utilization / instance area (um^2) / hold WS (ps)
CTS: 0.507 / 6090 / 2840
detailed placement: 0.495 / 5950 / 3040
floorplan: - / 4930 / 2610
global placement: 0.495 / 5950 / 3040
global route: 0.507 / 6090 / 2860
finish: 0.507 / 6090 / 2840
worst min-delay path, cell delays in order:
cell and delay (ps):
clkdlybuf4s50_1 470, ha_1 130, and2_1 100
routing by layer:
layer / track usage / wire [um] / vias up
met4: 0.00877 / 43 / 0
met1: 0.295 / 5270 / 1876
met2: 0.249 / 4530 / 78
met3: 0.0257 / 428 / 5
li1: - / - / 2060
met5: 0 / 0 / -
cell families (layout without fill, tap and decap cells):
group,count (synthesis),in the layout,share of synthesized area
AND-OR/OR-AND,106,106,0.147
XOR/XNOR,37,37,0.0658
adder cells (fa/ha/maj),118,118,0.385
buffers and inverters,108,196,0.0823
flip-flops,33,33,0.134
multiplexers,4,4,0.00838
AND/OR/NAND/NOR,170,170,0.178
final cells by class:
| type | count | area [um^2] |
|---|---|---|
| Fill cell | 1136 | 5920 |
| Multi-Input combinational cell | 435 | 3870 |
| Timing Repair Buffer | 85 | 846 |
| Sequential cell | 33 | 661 |
| Inverter | 103 | 387 |
| Tap cell | 147 | 184 |
| Clock buffer | 5 | 125 |
| Clock inverter | 3 | 17.5 |
worst min path at each step:
stage	from	endpoint	slack (ps)	depth (start not counted)
6_report	bias[0]	opsum[0]$_SDFF_PP0_	2840	3
5_1_grt	bias[0]	opsum[0]$_SDFF_PP0_	2860	3
4_1_cts	bias[0]	opsum[0]$_SDFF_PP0_	2840	3
