## flow/constraint.sdc

```tcl
current_design Controller

set clk_period 5.0
set clk_io_pct 0.2

create_clock -name clk0 -period $clk_period [get_ports {clk}]

set non_clock_inputs [all_inputs -no_clocks]
set_input_delay [expr $clk_period * $clk_io_pct] -clock clk0 $non_clock_inputs
set_output_delay [expr $clk_period * $clk_io_pct] -clock clk0 [all_outputs]
```

## flow/design.v

```verilog
module Controller (
    input logic clk,
    input logic rst,
    input logic ready,  
    output logic i_en_array,
    output logic i_en_ppu,
    output logic ifmap_wen,  
    output logic ifmap_ren,
    output logic weight_wen,
    output logic weight_ren,
    output logic bias_wen,
    output logic bias_ren,
    output logic ofmap_ren,
    output logic [11:0] data_address,  
    output logic compute_stage0,  
    input logic valid_array,
    input logic mode,
    output logic done,
    output logic mode1_step0
);
parameter   IDLE = 3'd0,
            READ_IFMAP = 3'd1,
            READ_WEIGHT = 3'd2,
            READ_BIAS = 3'd3,
            ARRAY = 3'd4, 
            PPU = 3'd5, 
            DONE = 3'd6;
logic [2:0] cur_state, next_state;
logic [7:0] ppu_count;
logic [3:0] compute_stage;
assign compute_stage0 = compute_stage[0];
assign ofmap_ren = (cur_state == PPU);
always @(posedge clk) begin
    if(rst) mode1_step0 <= 0;
    else if(mode == 0) mode1_step0 <= 0;
    else if(ready) mode1_step0 <= !mode1_step0;
    else mode1_step0 <= mode1_step0;
end
always @(posedge clk) begin
    if (rst) data_address <= 12'd0;
    else if(cur_state != next_state) data_address <= 12'd0;
    else if(next_state == PPU) data_address <= data_address + 1;
    else if(cur_state == READ_IFMAP || cur_state == READ_WEIGHT || cur_state == READ_BIAS) data_address <= data_address + 1;
    else if(data_address[1:0] == 2'd1 && !i_en_array) data_address <= data_address - 1;
    else if(next_state == ARRAY) data_address <= data_address + 1;
    else data_address <= data_address;
end
always @(posedge clk) begin
    if(rst) begin 
        ifmap_ren <= 0;
        weight_ren <= 0;
        bias_ren <= 0;
    end
    else if(next_state == ARRAY) begin
        ifmap_ren <= 1;
        weight_ren <= 1;
        bias_ren <= 1;
    end 
    else begin
        ifmap_ren <= 0;
        weight_ren <= 0;
        bias_ren <= 0;
    end 
end
always @(posedge clk) begin
    if(rst) i_en_array <= 0;
    else if(data_address == 0 && cur_state == ARRAY) i_en_array <= 1;
    else if(cur_state == ARRAY) i_en_array <= valid_array;
    else i_en_array <= 0;
end
always @(posedge clk) begin
    if(rst) compute_stage <= 4'd0;
    else if(ready) compute_stage <= 0;
    else if(valid_array) compute_stage <= compute_stage + 1;
    else compute_stage <= compute_stage;
end
always @(posedge clk) begin
    if(rst) ppu_count <= 8'd0;
    else if(cur_state == PPU) ppu_count <= ppu_count + 1;
    else ppu_count <= 8'd0;
end
assign  ifmap_wen = (cur_state == READ_IFMAP);
assign  weight_wen = (cur_state == READ_WEIGHT);
assign  bias_wen = (cur_state == READ_BIAS);
assign  done = (cur_state == DONE);
assign  i_en_ppu = (cur_state == PPU && data_address != 0);
always @(posedge clk) begin
    if(rst) cur_state <= IDLE;
    else cur_state <= next_state;
end
always @(*) begin
    case (cur_state)
        IDLE: next_state = (ready)? READ_IFMAP : IDLE;
        READ_IFMAP: next_state = (data_address == 64 / 4 - 1)? READ_WEIGHT : READ_IFMAP;
        READ_WEIGHT: next_state = (data_address == 64 * 64 / 4 - 1)? READ_BIAS : READ_WEIGHT;
        READ_BIAS: next_state = (data_address == 64 - 1)? ARRAY : READ_BIAS;
        ARRAY: next_state = ({1'b0,compute_stage} == 16 - 1 && valid_array)? PPU : ARRAY;
        PPU: next_state = (ppu_count == 64)? DONE : PPU;
        DONE: next_state = (ready)? READ_IFMAP : DONE; 
        default: next_state = IDLE;
    endcase
end
endmodule
```

## flow/run.sh

```bash
#!/bin/bash
# OpenROAD 26Q1-2900-gdf79404cd8, Yosys 0.63+post, stock flow scripts
make -C /OpenROAD-flow-scripts/flow DESIGN_CONFIG=/design/flow/config.mk WORK_HOME=/design/flow/orfs finish
```

## flow/config.mk

```make
export PLATFORM = sky130hd
export DESIGN_NAME = Controller
export DESIGN_NICKNAME = Controller
export VERILOG_FILES = /design/flow/design.v
export SDC_FILE = /design/flow/constraint.sdc
export NUM_CORES = 4
export LEC_CHECK = 1
export CORE_AREA = 10 10 99 99
export DIE_AREA = 0 0 109 109
```

==> impl_metrics.csv <==
group,metric,value,unit
clock_tree,root_buffer,"clkbuf_8",
routing,ant_nets,0,
yosys,yosys_warnings,1,
die,die_h,109,µm
critical_path,path_cells,"nor4_1, and3_1, a31oi_1, clkdlybuf4s50_1",
routing,drc_errors,0,
power_and_ir_drop,powerDensity,285,mW/mm²
placed_design,place_ws,1840,ps
critical_path,crit_type,"register to output pin",
clock_tree,hold_buffers,0,
yosys,synth_seq_share,30.1,%
critical_path,startpoint_type,"register",
finish,fin_area,0.00243,mm²
timing,rsz0062_at_grt,"no",
timing,whs,489,ps
yosys,top_area_cell,"dfxtp_1",
yosys,synth_area_per_cell,8.10,µm²
die,dieWidth,109,µm
power_and_ir_drop,combPwrFrac,25.4,%
yosys,ys_async_sr_fraction,0,%
timing,period_used_share,66.4,%
power_and_ir_drop,switching_share,29.9,%
timing,fin_ws,1680,ps
global_route,grt_usage,8.42,%
clock_tree,cts_resized,0,
run,warnings,29,
die,rows,32,
timing,slew_violations,0,
placed_design,placed_area,0.00232,mm²
finish,final_cells,368,
critical_path,critPathMaxStageDelay,750,ps
die,core,0.00773,mm²
yosys,synth.lib_cells_used.distinct,48,
clock_tree,cts_max_level,2,
power_and_ir_drop,pwr-share-clk,34.5,%
critical_path,cp_top_family,"simple AND/OR/NAND/NOR gates",
finish,utilization,31.4,%
yosys,ys.flop_type,"dfxtp_1",
routing,viasPerCell,5.02,
finish,drive_above_1_share,6.39,%
yosys,yosys_cells,246,
routing,drt_iter0_drc,145,
global_route,grt_pass1_wl,8300,µm
global_route,grt_start_max_net_pins,20,
power_and_ir_drop,switchingPower,0.207,mW
power_and_ir_drop,p_leak,0.893,nW
status,outcome,"complete, no violations",
die,dieArea,0.0119,mm²
global_route,overflow,0,
placed_design,dp_hpwl,3740,µm
clock_tree,cts_tree,"done",
routing,num_antenna_cells,0,
power_and_ir_drop,intPower,0.484,mW
clock_tree,clk_pin_slew,60,ps
critical_path,path_buffers,1,
run,cap_violations,0,
yosys,synth.top_cell.area_share,30.1,%
power_and_ir_drop,seq_power_share,40.1,%
clock_tree,numCtsBuffers,5,
clock_tree,clock_latency,280,ps
timing,fin_worst_skew,7.50,ps
critical_path,path_max_fanout,7,
timing,final.min_clock_period,3320,ps
clock_tree,cts_setup_buffers,0,
timing,finalSetupViolations,0,
finish,area_growth,21.8,%
die,initCoreUtil,25.8,%
timing,max_slew_margin,43.6,%
critical_path,worstPathArrival,2320,ps
yosys,edf_count,0,
yosys,area_leaders,"dfxtp_1 30%, mux2i_1 5.5%, nor2_1 4.5%",
critical_path,end_kind,"output pin",
critical_path,cp.required,4000,ps
clock_tree,ctsLongestPathBuffers,2,
timing,worst_pin_slew,839,ps
routing,dr.pass1.iters,4,
timing,fmax,301,MHz
die,ios,29,
clock_tree,cts.sinks,30,
placed_design,dpl.cell_count,360,
global_route,grt_pass1_vias,1665,
yosys,yosys_area,0.00199,mm²
routing,dr_total_vias,1847,
timing,hold_viol_final,0,
power_and_ir_drop,ir_drop,0.0819,mV
yosys,syn_inst,246,
yosys,netlist_area,0.00199,mm²
yosys,ys_ff,30,
routing,routedWlPerCell,13.8,µm
critical_path,critPathSlowestCell,"nor4_1",
placed_design,gp_congestion,0.920,
timing,tns,0,ps
routing,wl,5070,µm
global_route,antenna_found_initial,0,
worst_hold_path,hp-class,"register to register",
power_and_ir_drop,p_total,0.691,mW
placed_design,io_buffers,28,
-- state kept, by name, summed over array words and instances (netlist names) --
name	cells
mode1_step0	1
compute_stage	4
i_en_array	1
cur_state	3
data_address	12
bias_ren	1
ppu_count	8
-- power groups by stage --
stage         Clock, mW  Combinational [mW]  Sequential (mW)
CTS               0.247               0.176            0.277
global route      0.262               0.195            0.281
finish            0.239               0.175            0.277
-- placed cells by master (no fill, tap or decap), types with 2 or more instances in the layout --
master / instances
xor2_1: 8
nand4_1: 14
ha_1: 7
nand2b_1: 5
and2_1: 3
mux2i_1: 11
or4_1: 2
buf_4: 2
nor4b_1: 3
clkbuf_1: 2
or3_1: 2
o21ai_0: 2
nand2_1: 15
nor4_1: 10
and3_1: 6
clkdlybuf4s50_1: 28
nor3_1: 10
a211oi_2: 2
nor2b_1: 2
a31oi_1: 9
clkbuf_8: 5
a21oi_1: 6
nor2_1: 24
dfxtp_1: 30
nand3_1: 13
nand4b_1: 8
xnor2_1: 4
nor3b_1: 4
inv_1: 9
-- metal layers --
layer | wire length, µm | global-route usage [%] | vias to the layer above | share of wire [%]
met5 | 0 | 0 | - | 0
met4 | 62 | 1.32 | 0 | 1.2
met3 | 355 | 2.15 | 8 | 7.0
met2 | 2050 | 11.7 | 48 | 40
met1 | 2600 | 13.0 | 853 | 51
li1 | - | - | 938 | -
-- cell families after synthesis --
logic type                 synth area share (%)
xor gates and xnor gates                   5.27
muxes                                      5.52
AOI/OAI and AO/OA                          10.9
DFF                                        30.1
and+or+nand+nor                            37.2
buffers and inverters                      6.65
adders and majority gates                  4.39
-- final cells by class --
| type | count | area, µm² |
|---|---|---|
| tap | 102 | 128 |
| sequential | 30 | 601 |
| clock inverter | 1 | 30.0 |
| inverter | 10 | 37.5 |
| timing repair buffer | 30 | 295 |
| clock buffer | 7 | 76.3 |
| fill | 814 | 5300 |
| multi-input combinational | 188 | 1260 |
-- synthesized netlist by cell type, drive strengths merged, types with 2 or more instances --
cell / n
a21boi: 2
a21oi: 6
or4: 2
xor2: 8
inv: 10
nor2b: 2
ha: 7
nand2b: 5
a211oi: 2
nand3: 13
dfxtp: 30
nand4: 14
clkbuf: 10
nor4: 10
nor3b: 4
and2: 4
and3: 6
buf: 8
nor4b: 4
nand4b: 8
or3: 3
nor3: 10
nor2: 24
a31oi: 9
nand2: 16
xnor2: 4
mux2i: 11
o21ai: 3
-- final timing paths --
kind	from	to	slack, ps	cells after the start
hold / removal	ppu_count[0]	ppu_count[0]	490	1
hold reg to reg	ppu_count[0]	ppu_count[0]	490	1
setup reg to reg	ppu_count[0]	data_address[7]	2530	8
setup / recovery	data_address[7]	i_en_ppu	1680	4
Power and IR drop assume default switching activity.
